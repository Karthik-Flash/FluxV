==> run.sh <==
#!/bin/bash
# OpenROAD 26Q1-2900-gdf79404cd8, Yosys 0.63+post, stock flow scripts
make -C /OpenROAD-flow-scripts/flow DESIGN_CONFIG=/design/flow/config.mk WORK_HOME=/design/flow/orfs finish
==> config.mk <==
export PLATFORM = sky130hd
export DESIGN_NAME = DECODE
export DESIGN_NICKNAME = DECODE
export VERILOG_FILES = /design/flow/design.v
export SDC_FILE = /design/flow/constraint.sdc
export NUM_CORES = 4
export LEC_CHECK = 1
export CORE_UTILIZATION = 50
==> constraint.sdc <==
current_design DECODE

set clk_period 18.4
set clk_io_pct 0.2

create_clock -name clk0 -period $clk_period [get_ports {clk}]

set non_clock_inputs [all_inputs -no_clocks]
set_input_delay [expr $clk_period * $clk_io_pct] -clock clk0 $non_clock_inputs
set_output_delay [expr $clk_period * $clk_io_pct] -clock clk0 [all_outputs]
==> design.v <==
`timescale 1ns / 1ps
module CONTROL_UNIT(
input [6:0]opcode,
output reg [6:0]ex_control, 
output reg [1:0]mem_control, 
output reg [1:0]wb_control,  
output reg unrecognized
    );
    parameter pc=     2'b00;
    parameter zero=   2'b01;
    parameter reg_s1= 2'b10;
    parameter reg_s2= 2'b00;
    parameter imm=    2'b01;
    parameter four=   2'b10;
    parameter ld_str= 2'b00;
    parameter brch=   2'b01; 
    parameter arith=  2'b10;
    parameter im_op = 2'b11;
    always@(*)
    begin
        case(opcode)
         7'b0110011: 
         begin
         ex_control=   {reg_s1,reg_s2,arith,1'b0};
         mem_control=  {1'b0,1'b0};
         wb_control=   {1'b0,1'b1};
         unrecognized=1'b0;
         end
         7'b0010011: 
         begin
         ex_control=   {reg_s1,imm,im_op,1'b0};
         mem_control=  {1'b0,1'b0};
         wb_control=   {1'b0,1'b1};
         unrecognized=1'b0;
         end
         7'b0000011: 
         begin
         ex_control=   {reg_s1,imm,ld_str,1'b0};
         mem_control=  {1'b1,1'b0};
         wb_control=   {1'b1,1'b1};   
         unrecognized=0;  
         end
         7'b0100011: 
         begin
         ex_control=   {reg_s1,imm,ld_str,1'b0};
         mem_control=  {1'b0,1'b1};
         wb_control=   {1'b0,1'b0};
         unrecognized=0; 
         end
         7'b1100011: 
         begin
         ex_control=   {reg_s1,reg_s2,brch,1'b1};
         mem_control=  {1'b0,1'b0};
         wb_control=   {1'b0,1'b0};  
         unrecognized=0;
         end
         7'b1101111: 
         begin
         ex_control=   {pc,four,ld_str,1'b0};
         mem_control=  {1'b0,1'b0};
         wb_control=   {1'b0,1'b1};  
         unrecognized=0;
         end
         7'b0110111: 
         begin
         ex_control=   {zero,imm,ld_str,1'b0};
         mem_control=  {1'b0,1'b0};
         wb_control=   {1'b0,1'b1};    
         unrecognized=0;    
         end
         7'b0010111: 
         begin
         ex_control=   {pc,imm,ld_str,1'b0};
         mem_control=  {1'b0,1'b0};
         wb_control=   {1'b0,1'b1};  
         unrecognized=0;
         end
         default:
         begin
         ex_control= 0;
         mem_control=  {1'b0,1'b0};
         wb_control=   {1'b0,1'b0}; 
         unrecognized=1'b1;
         end   
        endcase
    end
endmodule
`timescale 1ns / 1ps
module DECODE(
input clk,
input reset,
input [31:0]instruction,
input wb_reg_write,
input [4:0]wb_rd,
input [31:0]wb_data,
input stall,
output [6:0]ex_control,
output [1:0]mem_control,
output [1:0]wb_control,
output [31:0]rs1,
output [31:0]rs2,
output [31:0]immediate,
output unrecognized
    );
    wire [6:0]ex_control_temp;
    wire [1:0]mem_control_temp;
    wire [1:0]wb_control_temp;
    wire [4:0]s1=instruction[19:15];
    wire [4:0]s2=instruction[24:20];
    REGFILE r1(clk,reset,s1,s2,wb_reg_write,wb_rd,wb_data,rs1,rs2);
    CONTROL_UNIT c1(instruction[6:0],ex_control_temp,mem_control_temp,wb_control_temp,unrecognized);
    stalling_mux st_unit(ex_control_temp,mem_control_temp,wb_control_temp,stall,ex_control,mem_control,wb_control);
    SIGN_EXTEND se_unit(instruction,immediate);
endmodule
`timescale 1ns / 1ps
module REGFILE(
input clk,
input reset,
input [4:0]s1,
input [4:0]s2,
input reg_write,
input [4:0]rd,
input [31:0]wb_data,
output [31:0]RS1,
output [31:0]RS2
    );
   integer i;
  (* ram_style = "distributed" *)  reg [31:0]GPP[31:0];   
    assign RS1=GPP[s1];
    assign RS2=GPP[s2];
    always @(negedge clk)
    begin
        if(reset)
        begin
        for(i=0;i<32;i=i+1)
        begin
            GPP[i]<=0;
        end
        end
        else
        begin
            if(reg_write)
            begin
                if(rd!=0) GPP[rd]=wb_data;
            end
        end
    end
endmodule
`timescale 1ns / 1ps
module SIGN_EXTEND(
input [31:0]instruction,
output reg [31:0]sign_ext_imm
    );
    always @(*)
    begin
        case(instruction[6:0])
            7'b0010011           :begin
            case(instruction[14:12])
            3'b011               :sign_ext_imm={20'b0,instruction[31:20]}; 
            default              :sign_ext_imm={{20{instruction[31]}},instruction[31:20]};
            endcase
            end
            7'b0000011           :sign_ext_imm={20'b0,instruction[31:20]}; 
            7'b0100011           :sign_ext_imm={20'b0,instruction[31:25],instruction[11:7]}; 
            7'b1100011           :
            begin
            case(instruction[14:12])
            6,7:sign_ext_imm={{19'b0},instruction[31],instruction[7],instruction[30:25],instruction[11:8],1'b0};
            default:sign_ext_imm={{19{instruction[31]}},instruction[31],instruction[7],instruction[30:25],instruction[11:8],1'b0}; 
            endcase
            end
            7'b0110111,7'b0010111:sign_ext_imm={instruction[31:12],12'b0}; 
            default              :sign_ext_imm=0;
        endcase
    end
endmodule
`timescale 1ns / 1ps
module stalling_mux(
input [6:0]ex_control_temp,
input [1:0]mem_control_temp,
input [1:0]wb_control_temp,
input stall,
output [6:0]ex_control,
output [1:0]mem_control,
output [1:0]wb_control
    );
    assign ex_control=  stall?0:ex_control_temp;
    assign mem_control= stall?0:mem_control_temp;
    assign wb_control=  stall?0:wb_control_temp;
endmodule
==> Changelog: implementation <==
### Metrics

* Critical Path AT at 12.31 ns
* Cells after DPL at between 6,000 and 7,000
* Pre-Repair DR Iteration Count at 6
* TNS Setup at 0 ns
* Clock root buffer master: clkbuf_16
* Yosys cell count at 4,689
* Synthesized instance count at between 4,000 and 5,000
* First-pass GRT wire length at 272,000 um
* Final wirelength at ~190,000 um
* Die Y at 337 um
* Bufs and invs on worst path at 1
* Netlist cell types at 41
* Post-synth EDFFs at roughly 1,000
* HP Class: in2out
* Adder share at 0%
* Max FFs per register at 1,024
* Max-cap violations at 0
* CTS hold repair buffers at 0
* Drt via density at 5.66
* Crit. End Element: output port
* XOR/XNOR share of the synthesized area at 0%
* Highest-delay cell along the critical path: nor3_1
* Yosys stat area at about 56,000 um2
* Initial DRC Count at ~2,600
* Worst VDD drop at about 0.10 mV
* Register share after synthesis at 54.9%
* Synth warnings at 3
* PnR worst setup slack at 2.41 ns
* Crit-path leading delay family: simple AND/OR/NAND/NOR gates
* Number of global-route vias before repair at 43,900
* Run status: complete, no violations
* Non-filler instance count after layout at 7,348
* IO buf count at between 150 and 200
* RePlAce Congestion at 0.970
* CTS sink count at 1,024
* Largest regs: r1.GPP (1024)
* Postcts setup bufs at 0
* Setup Crit Path Kind: reg2out
* Critical path cell sequence: mux2i_1, a22o_1, nor3_1, a31oi_1, nand3_1, clkdlybuf4s50_1
* Endpoints failing setup at 0
* Area fraction in mux cells at 18.3%
* Number of CTS-inserted buffers at 119
* Leak at just over 30 nW
* Die area at 113,000 um2
* Antenna violations before repair at 8
* I/O Pins at 181
* RSZ-0062 raised after global routing: false
* Die W at 337 um
* Delay of the slowest critical-path stage at approximately 0.72 ns
* Leading area contributor after synthesis: edfxtp_1
* Slew Viols, Final at 0
* Via count at 41,600
* Worst-path clk slew at roughly 0.030 ns
* Layout cells sized above 1 at 7.94%
* Most used flip-flop cell: edfxtp_1
* Yosys simple share at about 16%
* Max clock buf depth at 3
* Register bit total from synthesis at roughly 1,000
* CP Launch Type: register
* Number of remaining DRC errors at 0
* CTS H-tree depth at 3
* Most flops, register: r1.GPP
* Core Util at FP at 50.6%
* Syn Std Cell Area at 56,000 um2
* Dominant cell area share at 54.9%
* Pre-CTS WS at roughly 2.4 ns
* DP HPWL at ~120,000 um
* Largest net degree at the start of global routing at 82
* ANT nets after route at 0
* Asr flop ratio synth at 0%
* Post-cts resize count at 0
* Total global-route track usage at 36.4%
* Compound Share, Synth at 7.56%
* Syn avg cell area at 12.0 um2
* Row Count at about 120
* Area post-placement at 59,400 um2
* Final Instance Area at 67,400 um2
* CTS tree: built
* Power per Cell Area at ~100 nW/um2
* WL/cell at 25.7 um
* Total grt overflow at 0
* Total power at 6.82 mW
* Layout area overhead at 20.2%
* Dominant kind of combinational cell: multiplexers
* Fin. Hold Viols at 0
* Tool warnings at just over 1,000
* Crit Path Max Fanout at 2
* Crit path DRT at about 15 ns
* CORE AREA at roughly 110,000 um2
* Slew Limit Headroom at 38.0%
* Top cells by area: edfxtp_1 55%, mux2i_1 18%, and2_1 11%
* Worst Max-Slew Pin Slew at 0.922 ns
-- metal layers --
layer / up-vias / global-route usage (%) / routed length, um
li1: 19300 / - / -
met1: 20000 / 46.8 / 69700
met2: 1954 / 50.5 / 85500
met3: 322 / 24.3 / 28000
met4: 20 / 12.9 / 4870
met5: - / 4.89 / 754
-- where the power goes --
group	leakage [nW]	switching, mW	internal (mW)
logic	13.1	0.448	0.250
clock network	7.48	1.54	1.80
registers	9.75	0.0667	2.72
-- layout by cell type, fill, tap and decap left out, types with 64 or more instances in the layout --
cell,instances
a22o_1,128
buf_4,154
clkbuf_16,122
a22oi_1,193
nor3_1,66
and2_1,998
edfxtp_1,1024
inv_1,1056
nand3_1,196
a31oi_1,64
nand2_1,203
a21oi_1,197
mux2i_1,1024
clkdlybuf4s50_1,176
-- synth_stat cells, types with 3 or more instances --
library cell  count
nand3_1         196
a21o_2           19
nor2_1           42
edfxtp_1       1024
buf_2           115
a21oi_1         197
o21ai_0           3
nand2_1         203
nor2b_1           4
mux2i_1        1024
clkbuf_1        308
a22o_2            4
and2_1         1000
a22oi_1         193
nand2b_1          5
buf_1            27
nand3b_1          3
or2_2            34
inv_1             6
nor3b_1           3
nor3_1           66
a31oi_1          64
a22o_1          128
-- final timing paths --
path / startpoint / endpoint / cells after the start
max: r1.GPP[5][2] / rs1[2] / 6
min: instruction[30] / immediate[10] / 3
-- per-stage QoR --
stage                     hold WS, ns  utilization (%)
after floorplan                  7.38                -
after global placement           8.30             53.6
after detailed placement         8.30             53.6
after CTS                        8.30             60.8
after global routing             8.33             60.8
final                            8.30             60.8
-- area by class of cell --
cell class / instances / area, um2
fill: 8817 / 43500
multi-input combinational: 3238 / 23700
clock inverter: 1121 / 4890
tap: 1488 / 1860
inverter: 5 / 18.8
timing repair buffer: 337 / 3020
sequential: 1024 / 30700
antenna: 13 / 32.5
clock buffer: 122 / 3050
-- cell families (layout without fill, tap and decap cells) --
group                  after synthesis  in the layout
flip-flops                        1024           1024
AND/OR/NAND/NOR                   1570           1570
multiplexers                      1024           1024
AND-OR/OR-AND                      612            612
buffers and inverters              458           1585
other                                1             45
-- tightest hold or removal path, stage by stage --
cell	delay, ns
clkdlybuf4s50_1	0.41
and2_1	0.13
clkdlybuf4s50_1	0.40
Power and IR drop assume default switching activity.
