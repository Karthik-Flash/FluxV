$ cat /design/flow/design.v
`timescale 1ns / 1ps
module ALU(
input [31:0]a, 
input [31:0]b, 
input [3:0]control,
output reg [31:0]c  
    );
    always @(*)
    begin
    case(control)
    0:c=a+b;
    1:c=a-b;
    2:c=a^b;
    3:c=a|b;
    4:c=a&b;
    5:c=a<<b;
    6:c=a>>b;
    7:c=a>>>b;
    8:c=($signed(a)<($signed(b)));
    9:c=(a<b);
    default: c=0;
    endcase
    end
endmodule
`timescale 1ns / 1ps
module ALU_CONTROL(
input [1:0]alu_op,
input [2:0]funct_3,
input  [6:0]funct_7,
output reg [3:0]alu_control
    );
    always @(*)
    begin
        case(alu_op)
            2'b00:
            begin
                alu_control=4'b0;
            end
            2'b01:
            begin
               alu_control=10;
            end
            2'b10:
            begin
                case(funct_3)
                0:
                begin
                     case(funct_7)
                        7'b0000000:alu_control=0;
                        7'b0100000:alu_control=1;
                        default: alu_control=0;
                      endcase
                end 
                4:alu_control=2;
                6:alu_control=3;
                7:alu_control=4;
                1:alu_control=5;
                5:
                begin
                     case(funct_7)
                        7'b0000000:alu_control=6;
                        7'b0100000:alu_control=7;
                        default:alu_control=0;
                     endcase
                end 
                2:alu_control=8;
                3:alu_control=9;
                default:alu_control=10;
                endcase
            end
        2'b11:
            begin
            case(funct_3)
            0:alu_control=0;
            4:alu_control=2;
            6:alu_control=3;
            7:alu_control=4;
            1:alu_control=5;
            5:
            begin
                 case(funct_7)
                    7'b0000000:alu_control=6;
                    7'b0100000:alu_control=7;
                    default:alu_control=0;
                 endcase
            end 
            2:alu_control=8;
            3:alu_control=9;
            default:alu_control=0;
            endcase
        end
        endcase
    end
endmodule   
`timescale 1ns / 1ps
module BRANCH_CONDITION_CHECKER(
input [31:0]input1,
input [31:0]input2,
input [2:0] funct_3,
output reg branch_cond
    );
    always @(*)
    begin
        case(funct_3)
            0:branch_cond=(input1 == input2);
            1:branch_cond=(input1 != input2);
            4:branch_cond=($signed(input1)<$signed(input2));
            5:branch_cond=($signed(input1)>=$signed(input2));
            6:branch_cond=(input1<input2);
            7:branch_cond=(input1>=input2);
            default:branch_cond=0;
        endcase
    end
endmodule
`timescale 1ns / 1ps
module EXECUTE_STAGE(
input [31:0]pc,
input [31:0]rs1, 
input [31:0]rs2, 
input [31:0]imm,
input [6:0] ex_control,
input [2:0]funct_3,
input [6:0]funct_7,
output [31:0]result,
output [31:0]branch_address,
output branch
    );
    wire [31:0]alu_input_1;
    wire [31:0]alu_input_2;
    wire [3:0]alu_control;
    wire branch_cond;
    wire [1:0] alu_op=ex_control[2:1];
    MUX_3_TO_1 m1(pc,0,rs1,ex_control[6:5],alu_input_1);
    MUX_3_TO_1 m2(rs2,imm,32'd4,ex_control[4:3],alu_input_2);
    ALU_CONTROL ac1(alu_op,funct_3,funct_7,alu_control);
    ALU a1(alu_input_1,alu_input_2,alu_control,result);
   BRANCH_CONDITION_CHECKER b1(alu_input_1,alu_input_2,funct_3,branch_cond);
   assign branch=ex_control[0] & branch_cond;
   assign branch_address=pc+imm;
endmodule
`timescale 1ns / 1ps
module MUX_3_TO_1(
input [31:0]input_1,
input [31:0]input_2,
input [31:0]input_3,
input [1:0]control,
output reg [31:0]selected_output
    );
    always @(*)
    begin
        case(control)
            0:selected_output=input_1;
            1:selected_output=input_2;
            2:selected_output=input_3;
            default:selected_output=0;
        endcase
    end
endmodule
$ cat /design/flow/run.sh
#!/bin/bash
# OpenROAD 26Q1-2900-gdf79404cd8, Yosys 0.63+post, stock flow scripts
make -C /OpenROAD-flow-scripts/flow DESIGN_CONFIG=/design/flow/config.mk WORK_HOME=/design/flow/orfs finish
$ cat /design/flow/config.mk
export PLATFORM = sky130hd
export DESIGN_NAME = EXECUTE_STAGE
export DESIGN_NICKNAME = EXECUTE_STAGE
export VERILOG_FILES = /design/flow/design.v
export SDC_FILE = /design/flow/constraint.sdc
export NUM_CORES = 4
export LEC_CHECK = 1
export CORE_UTILIZATION = 40
$ cat /design/flow/constraint.sdc
current_design EXECUTE_STAGE

set clk_period 29.6
set clk_io_pct 0.2

create_clock -name clk0 -period $clk_period

set non_clock_inputs [all_inputs -no_clocks]
set_input_delay [expr $clk_period * $clk_io_pct] -clock clk0 $non_clock_inputs
set_output_delay [expr $clk_period * $clk_io_pct] -clock clk0 [all_outputs]
==> flow_summary.toml <==
# generated from flow reports
[drt]
routed_wl_mm = 64.1
wl_per_cell_microns = 28.7
firstDrtPassIters = 8
route.antenna.remaining_nets = 0
viasPerCell = 6.73
drc = 0
drt-initial-drc-count = 1853
vias = 15000

[clock_tree]
cts_hold_buf = 0
postCtsSetupBuffers = 0
cts_resized = 0

[yosys]
logic_family = "AND-OR/OR-AND gates"
ys_sh_xor_pct = 3.34
ys_seq_share_pct = 0
yosysTopAreaCell = "mux2i_1"
mux_share_pct = 14.1
top_cell_area_share_pct = 12.3
yosys_cells = 1711
top_cell = "nor2_1"
common_cells = "nor2_1 (175), nand2_1 (165), mux2i_1 (139)"
syn_inst = 1711
avgSynthCellArea_sq_um = 6.60
ys_sh_aoi_pct = 36.0
yosys_warnings = 4
synth_cell_types = 95
syn_area_sq_um = 11300
ys_area_sq_um = 11300
top_cells_by_area = "mux2i_1 (12%), ha_1 (12%), a21oi_1 (5.9%)"
fa_ha_area_share_pct = 12.8
synth-simple-area-share_pct = 25.5

[power_and_ir_drop]
power_w = 0.000321
powerDensity_nw_per_um2 = 23.4
p_leak_nw = 5.71
ir_drop_uv = 15.6

[run]
drv_cap = 0
openroad.warnings = 80

[setup_path]
cp.required_ns = 23.68
crit_arrival_ns = 12.01
path_max_fanout = 50
cp-end-kind = "output pin"
setup.worst_path.class = "in -> out"
startpoint_type = "primary input"

[layout]
flop-count = 0
logic_area_sq_um = 10400
drive_gt1_share_pct = 7.59
fill_cells = 2842
flop_area_sq_um = 0
n_clock_buffer = 0
syn_to_final_growth_pct = 21.5

[final_timing]
rsz0062_at_grt = "false"
setup_viol = 0
slew_violations = 0
finalHoldViolCount = 0
period_needed_ns = 17.93
worst_slew_pin_slew_ns = 0.957
fin_setup_tns_ns = 0
relSlewSlack_pct = 35.7
finalCritPeriodShare_pct = 60.6
fmax_mhz = 55.8

[global_routing]
grt_max_degree = 66
grt_pass1_wl_mm = 92.3
track_usage_pct = 44.3
grt_pass1_vias = 14000
grt_antenna_before_repair = 2
grt-ovfl-total = 0

[min_path]
whs_path_depth = 4
hold_class = "in -> out"

[floorplanning]
io_pins = 210
fp-utilization_pct = 40.6
die_h_microns = 170
core-area_sq_um = 27800
dieWidth_microns = 170
dieArea_sq_um = 28900
num_rows = 61

[outcome]
status = "complete, no violations"

[placement]
hpwl_mm = 51.8
gp_congestion = 1.10
io_buffer_count = 210
[placed cells by master (no fill, tap or decap), types with 25 or more instances in the layout]
master	count
nor4_1	25
nor2_1	174
buf_4	54
inv_1	99
o21ai_0	86
nand3_1	46
a21o_1	30
xnor2_1	34
o22ai_1	31
or2_2	28
nor3_1	30
clkdlybuf4s50_1	206
a211oi_1	39
ha_1	111
a21oi_1	133
o211ai_1	40
nand2_1	164
mux2i_1	139
[area by class of cell]
class	count	share of cell area [%]
timing repair buffer	264	18.1
antenna	2	0.0365
multi-input combinational	1490	75.6
inverter	103	2.82
tap	378	3.45
[cell families after synthesis]
group | after synthesis
compound gates | 588
xor+xnor | 43
fa+ha+maj | 114
buf+inv | 221
mux | 156
simple gates | 589
[layer usage]
layer | up-vias | part of all wire (%) | global-route usage (%)
met5 | - | 0.019 | 0
met4 | 2 | 7.6 | 28.3
met3 | 233 | 9.8 | 9.90
met2 | 971 | 42 | 67.0
met1 | 7084 | 40 | 56.8
li1 | 6756 | - | -
[through the flow]
| step | hold slack (ns) | worst slack, ns | instances | util [%] | area (sq um) |
|---|---|---|---|---|---|
| 2_1_floorplan | 11.91 | 13.73 | 1711 | - | 11300 |
| 3_3_place_gp | 12.80 | 12.03 | 2235 | 49.4 | 13700 |
| 3_5_place_dp | 12.80 | 11.95 | 2235 | 49.4 | 13700 |
| 4_1_cts | 12.81 | 11.94 | 2235 | 49.4 | 13700 |
| 5_1_grt | 12.84 | 11.32 | 2235 | 49.4 | 13700 |
| 6_report | 12.81 | 11.67 | 2237 | 49.4 | 13700 |
[where the power goes]
| group | total (W) | internal [W] | leakage (nW) | switching [W] |
|---|---|---|---|---|
| sequential | 0 | 0 | 0 | 0 |
| clock | 0.00000000000435 | 0.00000000000433 | 0.0000139 | 0 |
| combinational | 0.000321 | 0.000132 | 5.71 | 0.000189 |
[worst max-delay path, stage by stage]
cell and delay, ns:
buf_2 0.08, buf_4 0.50, and3b_1 0.30, or2_1 0.11, buf_4 0.47, inv_2 0.41
ha_1 0.51, inv_1 0.09, a211o_1 0.37, o211a_1 0.24, nor4_1 0.76, o21ai_1 0.43
o2111ai_1 0.29, o211ai_1 0.12, buf_4 0.20, a2111oi_0 0.39, a221oi_1 0.09, a22oi_1 0.18
clkdlybuf4s50_1 0.52
[path summary, 6_finish.rpt]
check | startpoint | endpoint | slack, ns
min | ex_control[0] | branch | 12.81
max | ex_control[3] | result[29] | 11.67
Power and IR drop assume default switching activity.
